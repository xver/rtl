===== design/flow/constraint.sdc =====
current_design part_i

set clk_period 4.1
set clk_io_pct 0.2

create_clock -name clk0 -period $clk_period [get_ports {i_clk}]
create_clock -name clk1 -period $clk_period [get_ports {i_clk0}]
create_clock -name clk2 -period $clk_period [get_ports {i_clk1}]
create_clock -name clk3 -period $clk_period [get_ports {i_clk2}]

set non_clock_inputs [all_inputs -no_clocks]
set_input_delay [expr $clk_period * $clk_io_pct] -clock clk0 $non_clock_inputs
set_output_delay [expr $clk_period * $clk_io_pct] -clock clk0 [all_outputs]

===== design/flow/run.sh =====
#!/bin/bash
# OpenROAD 26Q1-2900-gdf79404cd8, Yosys 0.63+post, stock flow scripts
make -C /OpenROAD-flow-scripts/flow DESIGN_CONFIG=/design/flow/config.mk WORK_HOME=/design/flow/orfs finish

===== design/flow/design.v =====
interface connector_p0_top_if ;
logic valid;
logic [7:0] data;
bit [2:0] valid0;
bit [7:0] o_data_0;
bit freeze = 0;
always @(*)
begin
valid0[0] = valid;
o_data_0 = data;
end
endinterface
interface connector_p1_top_if;
logic valid;
logic [7:0] data;
bit [2:0] valid0;
bit [7:0] o_data_1;
bit freeze = 0;
always @(*)
begin
valid0[1] = valid;
o_data_1 = data;
end
endinterface
interface connector_p2_top_if;
logic valid;
logic [7:0] data;
bit [2:0] valid0;
bit [7:0] o_data_2;
bit freeze = 0;
always @(*)
begin
valid0[2] = valid;
o_data_2 = data;
end
endinterface
interface connector_p3_top_if ;
logic valid;
logic [7:0] data;
bit  valid_out;
bit [7:0] o_data_out;
bit freeze = 0;
always @(*)
begin
valid_out = valid;
o_data_out = data;
end
endinterface
interface connector_top_part0_if;
logic clk0;
logic clk1;
logic clk2;
logic clk3;
logic resetn;
logic wen0;
logic wen1;
logic wen2;
logic [7:0] data0;
logic [7:0] data1;
logic [7:0] data2;
bit [12:0]  clk;
bit	    reset_n;
bit [8:0]   wen;
bit [7:0]   i_data0, i_data1, i_data2;
bit	    freeze = 0;
  always @(*)
     begin
	clk[9]  = clk0;
	clk[0]  = clk1;
	clk[1]  = clk2;
	clk[2]  = clk3;
	reset_n = resetn;
   end
always @(*)
begin
wen[0]  = wen0;
i_data0 = data0;
end
always @(*)
begin
wen[1]  = wen1;
i_data1 = data1;
end			    
always @(*)
begin
wen[2]  = wen2;
i_data2 = data2;
end
endinterface  
interface connector_top_part1_if;
logic clk0;
logic clk1;
logic clk2;
logic clk3;
logic resetn;
logic wen0;
logic wen1;
logic wen2;
logic [7:0] data0;
logic [7:0] data1;
logic [7:0] data2;
bit [12:0] clk;
bit reset_n;
bit [8:0] wen;
bit [7:0] i_data3, i_data4, i_data5;
bit freeze = 0;
always @(*)
begin
clk[10]  = clk0;
clk[3]  = clk1;
clk[4]  = clk2;
clk[5]  = clk3;
reset_n = resetn;
end
always @(*)
begin
wen[3]  = wen0;
i_data3 = data0;
end
always @(*)
begin
wen[4]  = wen1;
i_data4 = data1;
end
always @(*)
begin
wen[5]  = wen2;
i_data5 = data2;
end
endinterface  
interface connector_top_part2_if; 
logic clk0;
logic clk1;
logic clk2;
logic clk3;
logic resetn;
logic wen0;
logic wen1;
logic wen2;
logic [7:0] data0;
logic [7:0] data1;
logic [7:0] data2;
bit [12:0] clk;
bit reset_n;
bit [8:0] wen;
bit [7:0] i_data6, i_data7, i_data8;
bit freeze = 0;
always @(*)
begin
clk[11]  = clk0;
clk[6]  = clk1;
clk[7]  = clk2;
clk[8]  = clk3;
reset_n = resetn;
end
always @(*)
begin
wen[6]  = wen0;
i_data6 = data0;
end
always @(*)
begin
wen[7]  = wen1;
i_data7 = data1;
end
always @(*)
begin
wen[8]  = wen2;
i_data8 = data2;
end
endinterface  
interface connector_top_part3_if;
logic clk0;
logic clk1;
logic clk2;
logic clk3;
logic resetn;
logic wen0;
logic wen1;
logic wen2;
logic [7:0] data0;
logic [7:0] data1;
logic [7:0] data2;
bit [12:0] clk;
bit reset_n;
bit [2:0] valid0;
bit [7:0] o_data_0, o_data_1, o_data_2;
bit freeze = 0;
always @(*)
begin
clk[12]   = clk0;
clk[9]    = clk1;
clk[10]    = clk2;
clk[11]    = clk3;
reset_n   = resetn;
end
always @(*)
begin
valid0[0]  = wen0;
o_data_0   = data0;
end
always @(*)
begin
valid0[1]  = wen1;
o_data_1   = data1;
end
always @(*)
begin
valid0[2]  = wen2;
o_data_2   = data2;
end
endinterface  
interface top_part0_if ;
endinterface
module fifo1   #(parameter DSIZE = 8,
                 parameter ASIZE = 4)
    (output [DSIZE-1:0] rdata,
     output wfull,
     output rempty,
     input [DSIZE-1:0] wdata,
     input winc, wclk, wrst_n,
     input rinc, rclk, rrst_n);
     wire [ASIZE-1:0] waddr, raddr;
	   wire [ASIZE:0] wptr, rptr, wq2_rptr, rq2_wptr;
	 sync_r2w sync_r2w ( .wq2_rptr(wq2_rptr),
                    	 .rptr(rptr),
                    	 .wclk(wclk),
						 .wrst_n(wrst_n)
						 );
     sync_w2r sync_w2r ( .rq2_wptr(rq2_wptr),
                    	 .wptr(wptr),
                         .rclk(rclk),
						 .rrst_n(rrst_n)
						 );
	fifomem #(DSIZE, ASIZE) fifomem
                        ( .rdata(rdata), 
						  .wdata(wdata),
                          .waddr(waddr),
						  .raddr(raddr),
                          .wclken(winc),
						  .wfull(wfull),
                          .wclk(wclk)
						  );
     rptr_empty #(ASIZE) rptr_empty
                         ( .rempty(rempty),
                           .raddr(raddr),
                           .rptr(rptr),
						   .rq2_wptr(rq2_wptr),
                           .rinc(rinc),
						   .rclk(rclk),
                           .rrst_n(rrst_n)
						   );
     wptr_full #(ASIZE) wptr_full
                         (.wfull(wfull),
  						  .waddr(waddr),
                          .wptr(wptr),
						  .wq2_rptr(wq2_rptr),
                          .winc(winc), 
						  .wclk(wclk),
                          .wrst_n(wrst_n)
						  );
endmodule
module fifomem #(parameter DATASIZE = 8,  
                 parameter ADDRSIZE = 4)  
    (output [DATASIZE-1:0] rdata,
     input [DATASIZE-1:0] wdata,
     input [ADDRSIZE-1:0] waddr, raddr,
     input wclken, wfull, wclk);
     localparam DEPTH = 1<<ADDRSIZE;
     reg [DATASIZE-1:0] mem [0:DEPTH-1];
   assign rdata = mem[raddr];
	always @(posedge wclk)
         if (wclken && !wfull)
     		 mem[waddr] <= wdata;
endmodule
module part_i (
               input        i_clk,
               input        i_clk0,
	       input        i_clk1,
	       input        i_clk2,
	       input        i_rstn,
	       input        wen0,
	       input        wen1,
	       input        wen2,
	       input  [7:0] i_data0,
	       input  [7:0] i_data1,
	       input  [7:0] i_data2,
	       output       valid,
	       output [7:0] o_data
               );
   reg 			    rstn0, rstn1, rstn2;
   reg 			    rstn0_d, rstn1_d, rstn2_d;
   reg 			    rstn,  rstn_d;
   wire 		    empty0, empty1, empty2;
   wire [7:0] 		    o_data0, o_data1, o_data2;
   wire [7:0] 		    o_wfull0, o_wfull1, o_wfull2;
   reg 			    ren0, ren1, ren2, valid;
   reg [7:0] 		    o_data;
   always @(posedge i_clk)
     {rstn, rstn_d} <= {rstn_d, i_rstn};
   always @(posedge i_clk0)
     {rstn0, rstn0_d} <= {rstn0_d, i_rstn};
   always @(posedge i_clk1)
     {rstn1, rstn1_d} <= {rstn1_d, i_rstn};
   always @(posedge i_clk2)
     {rstn2, rstn2_d} <= {rstn2_d, i_rstn};
   always @(posedge i_clk or negedge rstn)
     if (~rstn) begin
	valid <= 0;
	ren0  <= 0;
	ren1  <= 0;
	ren2  <= 0;  
     end
     else if (~(empty0 | empty1 | empty2)) begin
        o_data <= o_data0 + o_data1*o_data2;
        valid <= 1;	
        ren0  <= 1;
        ren1  <= 1;
        ren2  <= 1;		
     end	else begin	  
	valid <= 0;
	ren0  <= 0;
        ren1  <= 0;
        ren2  <= 0;	
     end
   fifo1  fifo_inst0   
     (
      .rdata  (o_data0),
      .wfull  (o_wfull0),
      .rempty (empty0),
      .wdata  (i_data0),
      .winc   (wen0),
      .wclk	  (i_clk0),
      .wrst_n	(rstn0),
      .rinc   (ren0),
      .rclk   (i_clk),
      .rrst_n (rstn)
      );		
   fifo1  fifo_inst1   
     (.rdata  (o_data1),
      .wfull  (o_wfull1),
      .rempty (empty1),
      .wdata  (i_data1),
      .winc   (wen1),
      .wclk	  (i_clk1),
      .wrst_n	(rstn1),
      .rinc   (ren1),
      .rclk   (i_clk),
      .rrst_n (rstn)
      );
   fifo1  fifo_inst2   
     (.rdata  (o_data2),
      .wfull  (o_wfull2),
      .rempty (empty2),
      .wdata  (i_data2),
      .winc   (wen2),
      .wclk	  (i_clk2),
      .wrst_n	(rstn2),
      .rinc   (ren2),
      .rclk   (i_clk),
      .rrst_n (rstn)
	);			
endmodule
module rptr_empty #(parameter ADDRSIZE = 4)
   (output reg rempty,
    output [ADDRSIZE-1:0] raddr,
    output reg [ADDRSIZE :0] rptr,
    input [ADDRSIZE :0] rq2_wptr,
    input rinc, rclk, rrst_n);
    reg [ADDRSIZE:0] rbin;
    wire [ADDRSIZE:0] rgraynext, rbinnext;
    wire 	      rempty_val;
   always @(posedge rclk or negedge rrst_n)
        if (!rrst_n)
    	    {rbin, rptr} <= 0;
        else
     		{rbin, rptr} <= {rbinnext, rgraynext};
    assign raddr = rbin[ADDRSIZE-1:0];
    assign rbinnext = rbin + (rinc & ~rempty);
    assign rgraynext = (rbinnext>>1) ^ rbinnext;
    assign rempty_val = (rgraynext == rq2_wptr);
    always @(posedge rclk or negedge rrst_n)
        if (!rrst_n) 
		    rempty <= 1'b1;
        else 
		    rempty <= rempty_val;
endmodule  
module sync_r2w #(parameter ADDRSIZE = 4)
    (output reg [ADDRSIZE:0] wq2_rptr,
     input [ADDRSIZE:0] rptr,
     input wclk, wrst_n);
	 reg [ADDRSIZE:0] wq1_rptr;
    always @(posedge wclk or negedge wrst_n)
         if (!wrst_n) 
		    {wq2_rptr,wq1_rptr} <= 0;
         else 
		   {wq2_rptr,wq1_rptr} <= {wq1_rptr,rptr};
endmodule
module sync_w2r #(parameter ADDRSIZE = 4)
   (output reg [ADDRSIZE:0] rq2_wptr,
    input [ADDRSIZE:0] wptr,
    input rclk, rrst_n);
	reg [ADDRSIZE:0] rq1_wptr;
 always @(posedge rclk or negedge rrst_n)
    if (!rrst_n)
    	{rq2_wptr,rq1_wptr} <= 0;
    else 
	    {rq2_wptr,rq1_wptr} <= {rq1_wptr,wptr};
endmodule
module wptr_full #(parameter ADDRSIZE = 4)
   (output reg wfull,
    output [ADDRSIZE-1:0] waddr,
    output reg [ADDRSIZE :0] wptr,
    input [ADDRSIZE :0] wq2_rptr,
    input winc, wclk, wrst_n);
   reg [ADDRSIZE:0] wbin;
   wire [ADDRSIZE:0] wgraynext, wbinnext,wfull_val;
   always @(posedge wclk or negedge wrst_n)
     if (!wrst_n) 
       {wbin, wptr} <= 0;
     else
       {wbin, wptr} <= {wbinnext, wgraynext};
   assign waddr = wbin[ADDRSIZE-1:0];
   assign wbinnext = wbin + (winc & ~wfull);
   assign wgraynext = (wbinnext>>1) ^ wbinnext;
    assign wfull_val = (wgraynext=={~wq2_rptr[ADDRSIZE:ADDRSIZE-1],
				    wq2_rptr[ADDRSIZE-2:0]});
   always @(posedge wclk or negedge wrst_n)
     if (!wrst_n)
       wfull <= 1'b0;
     else
       wfull <= wfull_val;
endmodule  

===== design/flow/config.mk =====
export PLATFORM = sky130hd
export DESIGN_NAME = part_i
export DESIGN_NICKNAME = part_i
export VERILOG_FILES = /design/flow/design.v
export SDC_FILE = /design/flow/constraint.sdc
export NUM_CORES = 4
export LEC_CHECK = 1
export CORE_UTILIZATION = 40

==> summary.txt <==
run metrics: outcome=finished, violations left, violations in the final reports=negative setup slack, final setup skew=0.01213 ns, count of unresolved DRC violations after routing=0, total half-perimeter wirelength after legalization and detailed placement=26.54 mm, post-place instance area=22,540 sq um, detailed-route wire length=40.23 mm, Synth top cell by count=sky130_fd_sc_hd__edfxtp_1, Yosys Instances=1,037, OpenROAD warning count=29, final weighted congestion in routability-driven placement=0.8405, Unique cell types=40, drt pass-1 iters=4, Rel. slew slack=42.78%, detailed-route wire length per cell=around 20 um, element type at the critical path end=flip-flop, worst-case setup slack after placement=-0.9518 ns, critical setup path kind=flip-flop to flip-flop, Cell Rows=approximately 82, area of the synthesized netlist per yosys stat=20,580 sq um, largest net degree at the start of global routing=42, antenna violations before repair=0, slew at the pin closest to its max-slew limit=0.8571 ns, count of boundary I/O pins=41, clock transition at the registers of the reported paths=0.06 ns, fraction of layout cells with a size suffix above 1=~30%, register area share after synthesis=72.71%, flip-flop and latch count after synthesis=521, die extent in y=228.8 um, final-report setup violation count=4, core utilization at floorplan=about two fifths, post-DR vias/cell=roughly 5.0, number of pins exceeding their max-slew limit in the final report=0, CP Max Fanout=5, utilization of the core after routing=49.56%, Worst Setup Slack, final=-0.8713 ns, Hold Violations, Final=0, mean instance size in the synthesized netlist=19.84 sq um, first-pass GRT wire length=roughly 63 mm, type of element launching the critical path=flip-flop, clock tree from TritonCTS=built, number of I/O port buffers=37, required time reported for the critical path endpoint=4.21 ns, core area=50,480 sq um, Post-DRT Antenna Nets=0, asr flop ratio synth=23.22%, post-synthesis cell area=20,580 sq um, most frequent cells after synthesis=392 x sky130_fd_sc_hd__edfxtp_1, 118 x sky130_fd_sc_hd__dfrtp_1, 72 x sky130_fd_sc_hd__mux4_2, most used flip-flop cell=sky130_fd_sc_hd__edfxtp_1, setup repair after global routing missed its margin=true, global-route total usage across every layer=17.54%, Yosys warning total=9, gate count after technology mapping=slightly above 1,000, initial DRC count=527, Top cells by area=sky130_fd_sc_hd__edfxtp_1 57%, sky130_fd_sc_hd__dfrtp_1 14%, sky130_fd_sc_hd__mux4_2 7.9%, sky130_fd_sc_hd__mux4_1 4.9%, sky130_fd_sc_hd__xor2_1 2.1%, via total after detailed routing=~9,800, Maximum Capacitance Violations=0, cell taking the most area after synthesis=sky130_fd_sc_hd__edfxtp_1, # clock sinks=around 520, die width=approximately 230 um, via count of the first global-routing pass=10,830, number of enable flip-flop cells=392, die area=52,360 sq um, GRT overflow=0, minimum hold slack=between 0.15 and 0.2 ns, portion of synthesized cell area occupied by the leading cell type=57.20%, Worst Hold Class=flip-flop to asynchronous set/reset pin, cell area after layout=25,020 sq um, layout overhead on the synthesized area=21.56%, data arrival time of the critical path=5.08 ns
-- area by class of cell --
class,count,area (sq um)
tap,672,840.8
clock inverter,50,641.9
fill,4045,25460
sequential,521,14970
clock buffer,62,1509
timing repair buffer,184,1663
antenna,1,2.502
inverter,51,191.4
multi-input combinational,431,5199
-- flip-flops by register name, indices dropped and copies added, names as in the netlist, 8 cells and up --
signal,flops
fifo_inst0.fifomem.mem,128
fifo_inst1.fifomem.mem,128
fifo_inst2.fifomem.mem,128
o_data,8
-- placed cells by master, fill, tap and decap left out, types with 4 or more instances in the layout --
cell and n:
sky130_fd_sc_hd__edfxtp_1 392, sky130_fd_sc_hd__buf_4 128, sky130_fd_sc_hd__dfrtp_1 115, sky130_fd_sc_hd__mux4_2 83, sky130_fd_sc_hd__clkbuf_16 61, sky130_fd_sc_hd__xor2_1 50
sky130_fd_sc_hd__nor2_1 38, sky130_fd_sc_hd__inv_1 38, sky130_fd_sc_hd__xnor2_1 37, sky130_fd_sc_hd__clkdlybuf4s50_1 37, sky130_fd_sc_hd__nand2_1 33, sky130_fd_sc_hd__nand3_1 32
sky130_fd_sc_hd__mux4_1 27, sky130_fd_sc_hd__ha_1 22, sky130_fd_sc_hd__nor3_1 19, sky130_fd_sc_hd__fa_1 17, sky130_fd_sc_hd__inv_2 13, sky130_fd_sc_hd__buf_12 11
sky130_fd_sc_hd__nor2b_1 10, sky130_fd_sc_hd__inv_8 10, sky130_fd_sc_hd__inv_6 10, sky130_fd_sc_hd__clkinv_8 8, sky130_fd_sc_hd__and2_1 7, sky130_fd_sc_hd__clkinv_4 7
sky130_fd_sc_hd__dfxtp_1 7, sky130_fd_sc_hd__nand3b_1 6, sky130_fd_sc_hd__nand2b_1 6, sky130_fd_sc_hd__bufinv_16 6, sky130_fd_sc_hd__clkinvlp_4 6, sky130_fd_sc_hd__nand2_2 5
sky130_fd_sc_hd__ha_4 5, sky130_fd_sc_hd__buf_6 5, sky130_fd_sc_hd__a22oi_1 4, sky130_fd_sc_hd__a22oi_2 4, sky130_fd_sc_hd__nand3_2 4
-- worst max-delay path, cell delays in order, from the launching register on --
cell                      delay (ns)
sky130_fd_sc_hd__dfrtp_2        0.49
sky130_fd_sc_hd__buf_12         0.17
sky130_fd_sc_hd__mux4_2         0.53
sky130_fd_sc_hd__mux4_2         0.53
sky130_fd_sc_hd__inv_2          0.08
sky130_fd_sc_hd__fa_1           0.41
sky130_fd_sc_hd__inv_2          0.07
sky130_fd_sc_hd__fa_1           0.41
sky130_fd_sc_hd__ha_1           0.30
sky130_fd_sc_hd__inv_2          0.04
sky130_fd_sc_hd__fa_1           0.49
sky130_fd_sc_hd__fa_2           0.40
sky130_fd_sc_hd__inv_2          0.06
sky130_fd_sc_hd__a21o_1         0.11
sky130_fd_sc_hd__a21oi_2        0.06
sky130_fd_sc_hd__xnor2_1        0.13
sky130_fd_sc_hd__xnor2_1        0.24
sky130_fd_sc_hd__xnor2_2        0.14
sky130_fd_sc_hd__xnor2_1        0.07
-- worst paths after layout --
check / startpoint / endpoint / slack [ns] / depth (start not counted)
setup / recovery: fifo_inst0.rptr_empty.rbin[0] / o_data[7] / -0.87 / 18
hold / removal: rstn2 / fifo_inst2.sync_r2w.wq2_rptr[4] / 0.18 / 1
setup reg to reg: fifo_inst0.rptr_empty.rbin[0] / o_data[7] / -0.87 / 18
hold reg to reg: rstn2 / fifo_inst2.sync_r2w.wq2_rptr[4] / 0.18 / 1
max in group clk3: wen2 / fifo_inst2.wptr_full.wfull / 1.35 / 9
max in group clk2: wen1 / fifo_inst1.wptr_full.wfull / 1.37 / 9
max in group clk1: wen0 / fifo_inst0.wptr_full.wfull / 1.38 / 9
min in group clk2: fifo_inst1.rptr_empty.rptr[3] / fifo_inst1.sync_r2w.wq1_rptr[3] / 0.27 / 0
min in group clk3: fifo_inst2.rptr_empty.rptr[1] / fifo_inst2.sync_r2w.wq1_rptr[1] / 0.28 / 0
min in group clk1: fifo_inst0.rptr_empty.rptr[0] / fifo_inst0.sync_r2w.wq1_rptr[0] / 0.31 / 0
-- metal layers --
layer  track usage [%]  wire (um)  vias to the layer above
li1                  -          -                     4413
met4             2.396        612                        0
met5                 0          0                        -
met3             10.22       4576                       43
met2             25.04      18740                      391
met1             25.96      16300                     4943
-- cell families (layout without fill, tap and decap cells) --
family	Yosys count	after routing	share of synthesized area, %
adder cells (fa/ha/maj)	47	47	3.514
other	0	1	0
XOR/XNOR	89	89	3.891
multiplexers	114	114	12.94
AND-OR/OR-AND	14	14	0.5107
flip-flops	521	521	72.71
buffers and inverters	85	347	2.493
AND/OR/NAND/NOR	167	167	3.940
-- through the flow --
stage | cells | TNS, ns
after floorplan | 1037 | -1.353
after global placement | 1834 | -1.967
after detailed placement | 1834 | -2.109
after CTS | 1967 | -1.974
after global routing | 1971 | -2.835
final | 1972 | -2.274
-- what timing repair did --
item / CTS / global route
hold buffers: 0 / 0
setup endpoints to repair: 4 / 4
pin swaps: 12 / 17
resized: 35 / 13
cloned: 1 / 1
buffers inserted: 20 / 4
